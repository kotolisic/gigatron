`design/flow/run.sh`:
```
#!/bin/bash
# OpenROAD 26Q1-2900-gdf79404cd8, Yosys 0.63+post, stock flow scripts
make -C /OpenROAD-flow-scripts/flow DESIGN_CONFIG=/design/flow/config.mk WORK_HOME=/design/flow/orfs finish
```
`design/flow/config.mk`:
```
export PLATFORM = sky130hd
export DESIGN_NAME = gigatron
export DESIGN_NICKNAME = gigatron
export VERILOG_FILES = /design/flow/design.v
export SDC_FILE = /design/flow/constraint.sdc
export NUM_CORES = 4
export LEC_CHECK = 1
export CORE_UTILIZATION = 40
```
`design/flow/constraint.sdc`:
```
current_design gigatron

set clk_period 9.1
set clk_io_pct 0.2

create_clock -name clk0 -period $clk_period [get_ports {clock}]

set non_clock_inputs [all_inputs -no_clocks]
set_input_delay [expr $clk_period * $clk_io_pct] -clock clk0 $non_clock_inputs
set_output_delay [expr $clk_period * $clk_io_pct] -clock clk0 [all_outputs]
```
`design/flow/design.v`:
```
module gigatron
(
    input   wire        clock,
    input   wire        rst_n,
    output  reg  [15:0] pc,
    input   wire [15:0] ir,
    output  reg  [15:0] r_addr,
    input   wire [ 7:0] i_data,
    output  reg  [15:0] w_addr,
    output  reg  [ 7:0] o_data,
    output  reg         o_we,
    input   wire [ 7:0] inreg,
    output  reg  [ 7:0] vga,
    output  reg  [ 7:0] outx,
    output  reg  [ 7:0] ctrl
);
reg  [ 7:0] ac      = 0;
reg  [ 7:0] x       = 0;
reg  [ 7:0] y       = 0;
reg  [15:0] nextpc  = 1;
initial begin pc = 0; vga = 0; outx = 0; ctrl = 0; o_we = 0; w_addr = 0; o_data = 0; end
reg  [ 7:0] b;
reg  [ 7:0] alu;
reg  [ 7:0] base;
reg         cond;
always @* begin
    base = pcinc[15:8];
    if (op == 7) r_addr = d;
    else case (mode)
        0, 4, 5, 6:
              r_addr = d;
        1:    r_addr = x;
        2:    r_addr = {y, d};
        3, 7: r_addr = {y, x};  
    endcase
    case (bus)
          2'b00: b = d;
          2'b01: b = i_data;
          2'b10: b = ac;
          2'b11: b = inreg;
    endcase
    case (op)
          1: alu = ac & b;
          2: alu = ac | b;
          3: alu = ac ^ b;
          4: alu = ac + b;
          5: alu = ac - b;
          default: alu = b;
    endcase
    case (mode)
          0: begin cond = 1; base = y; end
          1: cond = zac  > 8'h80;
          2: cond = zac  < 8'h80;
          3: cond = zac != 8'h80;
          4: cond = zac == 8'h80;
          5: cond = zac >= 8'h80;
          6: cond = zac <= 8'h80;
          7: cond = 1;
    endcase
end
wire [ 7:0] op      = ir[15:13];  
wire [ 7:0] mode    = ir[12:10];  
wire [ 7:0] bus     = ir[ 9:8];   
wire [ 7:0] d       = ir[ 7:0];   
wire [ 7:0] zac     = {~ac[7], ac[6:0]};
wire [15:0] pcinc   = nextpc + 1;
always @(posedge clock) begin
    pc     <= nextpc;    
    nextpc <= pcinc;     
    o_we   <= 0;
    case (op)
        6: begin
            w_addr <= r_addr;
            o_data <= b;
            o_we   <= 1'b1;
            case (mode)
                4: x <= b;
                5: y <= b;
                7: if (bus == 1) x <= x + 1;
            endcase
            if (bus == 1) ctrl <= d;
        end
        7: if (cond) nextpc <= {base, b};
        default: case (mode)
            0, 1, 2, 3: ac <= alu;
            4: x <= alu;
            5: y <= alu;
            6, 7:
            begin
                if (mode == 7 && bus == 1)
                    x <= x + 1;
                if (!vga[6] && alu[6])
                    outx <= ac;
                vga <= alu;
            end
        endcase
    endcase
end
endmodule
```
==> results.txt <==
Physical implementation status

In this run the worst path has a maximum fanout of 19. The power report attributes to the combinational group a share of 0.245. The number of flip-flops and latches in the synthesized netlist stands at 130. The multiplexer fraction of the synthesized cell area stands at 0.08207. The power spent charging and discharging nets stands at 0.0003843 W. In this run the tightest slew margin relative to its limit is 0.3467.

The number of synthesized flops with an enable pin stands at 72. Clock-pin slew was measured on the worst setup and hold paths at 0.07 ns. In the global route stage, overall resource usage came out at 0.1980.

The data arrival time reported for the critical path is 4.63 ns. For this block, the routed nets add up to 12,980 µm of wire. The final HPWL from detailed placement stands at 9827 µm.

25 endpoints have no timing constraint. Per STA, the worst path accumulates the most delay in the family buffers and inverters. Using the TritonRoute via totals, the vias-per-cell ratio works out to 5.010. The count of unclocked register or latch pins stands at 25. Dividing the detail-routed wire length by the instance count gives 16.31 µm.

The worst register-to-register path depth is 13. Sorting the synthesized cells by how often they occur yields edfxtp_1 (72), nand2_1 (43), dfxtp_1 (33), inv_1 (31), nor2_1 (30). After synthesis, the share of flip-flops with an asynchronous set or reset is 0. The largest voltage drop on the vdd net stands at 0.0001020 V. The area growth from synthesis to layout stands at 30.33%. The area share of the largest cell type after synthesis stands at 0.3854.

The required time of the critical path stands at 7.28 ns. Counting pins that exceed their max-slew limit in the final report gives 0. For this run, the number of standard cells in the final layout without fillers is 796. By instance count, the leading cell after synthesis is edfxtp_1. The floorplan row count stands at 42. The stage logs contain a warning count of 35. Setup violations remaining at the end of the flow were counted as 0.

The first routing iteration left 223 violations. Derived from the worst setup path, the maximum achievable clock frequency is 0.1550 GHz. The clock tree buffer depth stands at 2.

The global-route wire length before repair stands at 20,490 µm. Post-synth the commonest register cell is edfxtp_1. The number of clock buffers inserted by TritonCTS stands at 9. The final estimated routing congestion in global placement stands at 0.9025. The vertical die dimension reported for this design is 120.4 µm. The initial antenna violation count came to 0. The die is 120.4 µm wide.

STA classifies the critical path endpoint as a primary output. The register-to-register setup slack stands at 4.72 ns. At the pin with the least slew margin, the transition time is 0.9697 ns. In the final timing run, aggregate negative setup slack is 0 ns.

The mean area per synthesized cell stands at 11.71 µm². Per the CTS log, the root buffer master is clkbuf_16. The worst setup path is launched from a primary input. Per the synthesis report, the simple-gate share of the synthesized area is 0.1146. The report lists the number of cells resized after CTS as 0.

The endpoint identified for the worst register-to-register timing path is outx[4]. Dividing the final minimum period by the clock period gives 0.7089. At the later pin of the worst-skew pair, clock insertion delay measures 0.34 ns. The main area contributors are edfxtp_1 (39%), dfxtp_1 (12%), dlxtn_1 (6.7%). In this run the most critical hold path is launched from nextpc[15]. The post-synthesis instance area stands at 0.005610 mm². The number of H-tree levels stands at 3.

The power report puts the leakage power at 2.851 nW. Yosys reports a chip area of 0.005610 mm². In this design, the stage delay of the slowest critical-path cell is 0.92 ns. TritonCTS built the clock tree. The starting density of the core stands at 0.4170. The region available for standard cell placement spans 0.01345 mm².

The tally of max-capacitance violations stands at 0. The xor and xnor area share after synthesis stands at 0.04929. The routed design ends up with an antenna cell count of 0. The number of placed cells counting well taps stands at 780. In the power breakdown, the internal column shows 0.001018 W. The clock skew stands at 0.004827 ns. Per the detail_route report, the via count comes to 3,988. Looking at the reg2reg group, the worst path starts from ac[1].

The residual DRC count stands at 0. Hold analysis lists the worst path endpoint as pc[15]. The shortest period the worst path allows stands at 6.451 ns. The yosys warning tally stands at 9. Among the stages of the critical path, the cell type that occurs most often is clkdlybuf4s50_1. The largest net degree at the start of global routing stands at 30. The count of buffers added by post-CTS timing repair for setup stands at 0. The power density over the cells stands at 191.7 mW/mm². The arithmetic-cell share of the synthesized area counting full adders, half adders and majority gates stands at 0.06155. The aoi/oai-family share of the synthesized area stands at 0.08720. The fraction of power spent switching nets stands at 0.2741. The worst hold path cell count stands at 0. The port buffer count stands at 113. Of the cells placed in the final design, the portion with a size suffix greater than 1 is 0.08065. The cell sequence reported for the critical path is clkdlybuf4s50_1 > and2_1 > nand2_1 > nand3_1 > mux2_2 > dlxtn_1 > clkdlybuf4s50_1.

The most critical min-delay path falls under reg2reg. The synthesized design spends more area on one cell type than any other, namely edfxtp_1. The flow ran to the end, and the final reports show no timing, DRC or antenna violations. The register share of total power stands at 0.486.

The count of nets left with antenna violations once routing finished came out at 0. The worst setup path is of the in2out kind. The chip area stands at 0.01450 mm². The top-level port count stands at 115.

The overall overflow remaining after global route stands at 0. Setup repair after global routing left no endpoint under its margin. Counting every instance in the synthesized netlist gives 479. By area, the combinational part of the netlist is dominated by simple AND/OR/NAND/NOR gates. In the final report, the number of hold violations comes to 0. The detailed-router iteration count before antenna repair stands at 4.

The via count of the first global-routing pass was 3,806. Per the post-run analysis, buffers plus inverters along the critical path come to 2. The cell count listed in synth_stat.txt stands at 479.

Buffers inserted to repair hold after CTS numbered 0. Among all stages on the critical path, the largest delay is contributed by clkdlybuf4s50_1. The clock network power share stands at 0.269. The number of distinct standard cells referenced by the synthesized netlist stands at 56.
-- worst register-to-register path, stage by stage (launching register included) --
cell and delay (ns):
edfxtp_1 0.54, mux4_1 0.68, inv_1 0.16, ha_1 0.24, nand2_1 0.06, o21ai_0 0.15, fa_1 0.43, nor2b_1 0.15
o21ai_0 0.11, a21boi_0 0.30, mux2_2 0.37, o21ai_0 0.19, o311ai_1 0.29, and3b_1 0.42
-- cells in the final DEF (no fill, tap or decap), drive strengths merged, types with 6 or more instances in the layout --
cell,synthesis,routed
xor2,12,12
o21ai,29,29
a21oi,23,23
nand3,13,13
nand2,44,44
dlxtn,25,25
clkbuf,10,10
edfxtp,72,72
dfxtp,33,33
xnor2,17,17
inv,31,36
and3,6,6
conb,1,25
mux4,11,11
mux2i,7,7
nor2,30,30
and2,10,10
mux2,12,12
ha,26,26
clkdlybuf4s50,0,113
o211ai,8,8
-- power by group through the flow --
stage | clock [W] | combinational, W | sequential, W
final | 0.000376 | 0.000344 | 0.000682
after global routing | 0.000405 | 0.000384 | 0.000694
after CTS | 0.000387 | 0.000346 | 0.000683
-- cells by family (layout without fill, tap and decap cells) --
family	count (synthesis)	after routing
compound gates	81	81
xor+xnor	30	30
fa+ha+maj	27	27
buf+inv	48	165
flops	105	105
latches	25	25
mux	30	30
other cells	1	25
simple gates	132	132
-- per-stage QoR --
step / hold slack (ns) / cell area [µm²] / worst slack, ns / power, W / utilization
after floorplan: 0.3434 / 5700 / 3.971 / 0.0008655 / -
after global placement: 0.3609 / 7018 / 2.493 / 0.001027 / 0.5217
after detailed placement: 0.3649 / 7018 / 2.421 / 0.001036 / 0.5217
after CTS: 0.3743 / 7312 / 2.667 / 0.001415 / 0.5435
after global routing: 0.3883 / 7312 / 2.442 / 0.001483 / 0.5435
final: 0.3736 / 7312 / 2.649 / 0.001402 / 0.5435
-- sequential cells by signal (all words and copies together) (netlist names) --
name    flops
w_addr     16
r_addr     16
nextpc     16
b           8
x           8
y           8
outx        8
vga         8
ac          8
o_data      8
cond        1
o_we        1
ctrl        8
pc         16
-- how the worst max path moves through the flow --
stage	to	start	slack (ns)	cells after the start
after CTS	r_addr[1]	ir[15]	2.67	7
after global routing	r_addr[6]	ir[15]	2.44	7
final	r_addr[5]	ir[15]	2.65	7
-- routing by layer --
metal | vias up | GRT usage | share of wire
met5 | - | 0 | 0
met4 | 0 | 0.06559 | 0.039
met3 | 28 | 0.04335 | 0.061
met2 | 137 | 0.2863 | 0.44
met1 | 1868 | 0.3162 | 0.46
li1 | 1955 | - | -
-- cell type report --
class                   count  area, µm²
clock inverters             6      43.79
clock buffers              10      250.2
repair buffers            118       1169
well taps                 176      220.2
flip-flops and latches    130       3198
inverters                  31      116.4
multi-input cells         325       2315
fillers                  1186       6141
No activity file was given, so power comes from the tool's default toggle rates.
